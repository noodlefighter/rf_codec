**/design/flow/run.sh**
```bash
#!/bin/bash
# OpenROAD 26Q1-2900-gdf79404cd8, Yosys 0.63+post, stock flow scripts
make -C /OpenROAD-flow-scripts/flow DESIGN_CONFIG=/design/flow/config.mk WORK_HOME=/design/flow/orfs finish
```
**/design/flow/config.mk**
```make
export PLATFORM = sky130hd
export DESIGN_NAME = manch_decoder
export DESIGN_NICKNAME = manch_decoder
export VERILOG_FILES = /design/flow/design.v
export SDC_FILE = /design/flow/constraint.sdc
export NUM_CORES = 4
export LEC_CHECK = 1
export CORE_AREA = 10 10 70 70
export DIE_AREA = 0 0 80 80
```
**/design/flow/constraint.sdc**
```tcl
current_design manch_decoder

set clk_period 1.7
set clk_io_pct 0.2

create_clock -name clk0 -period $clk_period [get_ports {clk2x}]

set non_clock_inputs [all_inputs -no_clocks]
set_input_delay [expr $clk_period * $clk_io_pct] -clock clk0 $non_clock_inputs
set_output_delay [expr $clk_period * $clk_io_pct] -clock clk0 [all_outputs]
```
**/design/flow/design.v**
```verilog
module manch_decoder (
    input  clk2x, din, enable,
    output dout, error
);
    reg[3:0] fifo;
    reg syn_flg, error_buf, dout_buf;
    reg clk1x;
    always @(posedge clk2x)
    begin  
        fifo <= {fifo[2], fifo[1], fifo[0], din};         
        if ((fifo == 4'b1111) || (fifo == 4'b0000))
        begin
            syn_flg <= 0;
            clk1x <= 0;
        end
        else if (fifo[1:0] == 2'b01)
        begin
            syn_flg <= 1;
            clk1x   <= ~clk1x;
        end 
        else if (syn_flg)
        begin
            clk1x <= ~clk1x;
        end
    end
    always @(posedge clk1x)
    begin
        case (fifo[1:0])
            2'b10: begin
                dout_buf  <= 1;
                error_buf <= 0;   
            end
            2'b01: begin
                dout_buf  <= 0;
                error_buf <= 0;   
            end
            default: begin
                error_buf <= 1;   
            end
        endcase 
    end
    assign error = (enable) ? (error_buf || (!syn_flg))  : 'bz;
    assign dout =  (enable) ? dout_buf  : 'bz;
endmodule
```
==> flow_summary.yaml <==
# physical design summary
run_status:
  status: "completed"
drt:
  drt_iter0_markers: 4
  routed_wl_um: 403
  first_pass_iters: 3
  postRouteAntennaNets: 0
  antenna_cells: 0
  drc: 0
  vias: 163
  routedWlPerCell_um: 5.373
  vias_per_cell: 2.173
timing:
  slew_headroom_pct: 77.98
  finalHoldWorstSlack_ns: 0.3697
  untimed_endpoints: 4
  worst_pin_slew_ns: 0.3295
  unclocked_regs: 2
  grt_setup_unrepaired: "no"
  finalClockPeriodUsage_pct: 85.03
  setup_tns_ns: 0
  clock-skew-final_ns: 0.001556
  setup_viol: 0
  finalCriticalPeriod_ns: 1.446
  slew_violations: 0
  fmaxAchievable_ghz: 0.6918
  hold_viol: 0
synthesis:
  syn_area_um2: 281.5
  synth_seq_share_pct: 60.44
  ys_cells: 23
  ys_area_um2: 281.5
  synth-seq-cells: 8
  avgSynthCellArea_um2: 12.24
  syn_inst: 23
  ys_warn_count: 3
  ys_types: 11
pwr:
  p_leak_nw: 0.1536
  internal-power_mw: 0.2901
  report.power.total_mw: 0.3699
  power.share.combinational_pct: 11.4
  seqPwrFrac_pct: 53.3
  powerDensity_nw_per_um2: 944.5
  peakVddDrop_mv: 0.2971
  p_switching_mw: 0.07975
  pwr-share-clk_pct: 35.3
  switching_share_pct: 21.56
finish:
  area_growth_pct: 39.11
  post_layout_nonfiller_instances: 75
  drive_gt1_share_pct: 17.24
  fin_area_um2: 391.6
setup_path:
  start_kind: "register"
  crit_arrival_ns: 1.11
  worstPathCellList: "nand2b_1 > clkdlybuf4s50_1"
  critical_path.max_stage_delay_ns: 0.46
  worstPathRequired_ns: 1.36
  cp_max_fo: 4
  slowest_stage: "clkdlybuf4s50_1"
  path_class: "reg2out"
  cp-end-kind: "output pin"
job:
  cap_violations: 0
  tool_warnings: 28
grt:
  grt_pass1_wl_um: 814
  antenna_found_initial: 0
  grt_start_max_net_pins: 5
  grt_pass1_vias: 192
  grt_overflow: 0
  grtUsageTotal_pct: 1.651
die:
  row_count: 21
  core_area_um2: 3416
  die_area_um2: 6400
  fp.dieW_um: 80
  ios: 5
  floorplan.core_util_pct: 8.242
  die_h_um: 80
placement:
  placed_cells: 72
  io_buffers: 3
  gp_congestion: 0.6572
  dpl_cell_area_um2: 369.1
clocking:
  clockRootBuffer: "clkbuf_4"
  cts_tree: "yes"
  clk_pin_slew_ns: 0.04
  cts_max_path_buffers: 2
  cts_setup_buffers: 0
  hold_buffers: 0
  htreeDepth: 1
  ctsResizeCount: 0
  insertion_delay_ns: 0.24
  cts_made_buffers: 3
min_path:
  hp-class: "reg2reg"
sequential cells by signal, summed over array words and instances (netlist names):
signal	cells
fifo	4
clk1x	1
dout_buf	1
error_buf	1
syn_flg	1
power by group through the flow:
stage | clock network (mW) | logic (mW) | registers, mW
6_report | 0.130 | 0.0422 | 0.197
5_1_grt | 0.145 | 0.0500 | 0.202
4_1_cts | 0.136 | 0.0430 | 0.197
layer usage:
| layer | wire (um) | track usage (%) | vias to the layer above |
|---|---|---|---|
| li1 | - | - | 86 |
| met1 | 184 | 1.548 | 70 |
| met2 | 137 | 2.247 | 7 |
| met3 | 82 | 2.045 | 0 |
| met4 | 0 | 0.3521 | 0 |
| met5 | 0 | 0 | - |
through the flow:
step | setup WS [ns] | util (%)
finish | 0.2544 | 11.47
global placement | 0.5163 | 10.81
floorplan | 0.6942 | -
detailed placement | 0.5003 | 10.81
global route | 0.1866 | 11.47
CTS | 0.2343 | 11.47
worst max-delay path, delay by kind of cell, from the launching register on:
family	cells	cell delay, ns
flip-flops	1	0.33
AND/OR/NAND/NOR	1	0.07
buffers and inverters	1	0.46
area by class of cell:
cell class                      count  area, um^2
Clock buffer                        3       22.52
Timing Repair Buffer                3       30.03
Sequential cell                     8       170.2
Inverter                            4       15.01
Fill cell                         399        3024
Multi-Input combinational cell     11       96.34
Tap cell                           46       57.56
cell usage after synthesis:
cell type,n,area (um^2)
nor2_1,1,3.750
o21ai_0,1,5.000
nor3b_1,1,7.510
nor3_1,2,10.01
dfxtp_1,7,140.1
inv_1,4,15.01
nor4b_2,1,15.01
nand2b_1,1,6.260
and3_4,1,11.26
edfxtp_1,1,30.03
ha_1,3,37.54
logic make-up (layout without fill, tap and decap cells):
| group | after synthesis | count (layout) | share of synthesized area [%] |
|---|---|---|---|
| AOI/OAI and AO/OA | 1 | 1 | 1.776 |
| DFF | 8 | 8 | 60.44 |
| adders and majority gates | 3 | 3 | 13.33 |
| buffers and inverters | 4 | 10 | 5.332 |
| and+or+nand+nor | 7 | 7 | 19.11 |
placed cells by master (no fill, tap or decap):
master / n
dfxtp_1: 7
nor3_1: 2
inv_1: 4
clkbuf_4: 3
nor2_1: 1
edfxtp_1: 1
ha_1: 3
nor4b_2: 1
o21ai_0: 1
nand2b_1: 1
nor3b_1: 1
clkdlybuf4s50_1: 3
and3_4: 1
path summary, 6_finish.rpt:
path / start / endpoint / slack [ns] / cells past startpoint
setup / recovery: syn_flg$_SDFFE_PP0N_ / error / 0.25 / 2
hold / removal: fifo[1]$_DFF_P_ / fifo[2]$_DFF_P_ / 0.37 / 0
setup reg to reg: fifo[0]$_DFF_P_ / clk1x$_SDFFE_PP0P_ / 0.61 / 4
hold reg to reg: fifo[1]$_DFF_P_ / fifo[2]$_DFF_P_ / 0.37 / 0
Power is estimated from default activity; no workload was simulated.
