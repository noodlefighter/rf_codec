[config.mk]
export PLATFORM = sky130hd
export DESIGN_NAME = miller_encoder
export DESIGN_NICKNAME = miller_encoder
export VERILOG_FILES = /design/flow/design.v
export SDC_FILE = /design/flow/constraint.sdc
export NUM_CORES = 4
export LEC_CHECK = 1
export CORE_AREA = 10 10 70 70
export DIE_AREA = 0 0 80 80
[constraint.sdc]
current_design miller_encoder

set clk_period 1.1
set clk_io_pct 0.2

create_clock -name clk0 -period $clk_period [get_ports {clk2x}]

set non_clock_inputs [all_inputs -no_clocks]
set_input_delay [expr $clk_period * $clk_io_pct] -clock clk0 $non_clock_inputs
set_output_delay [expr $clk_period * $clk_io_pct] -clock clk0 [all_outputs]
[design.v]
module miller_encoder (
    input  rst_n, clk2x, din, enable,
    output dout
);   
    reg    odevity, ready_buf, out_buf, last_din; 
    always @(posedge clk2x)
    begin
        if (!rst_n)
        begin
            odevity   <= 0;
            out_buf   <= 0;
            ready_buf <= 0;
            last_din  <= 1;
        end  
        else if (!odevity)
        begin 
            if (!din)
            begin
                if (last_din == 0)
                    out_buf   <= ~out_buf;
                ready_buf <= 1;
            end
            odevity <= 1; 
        end
        else begin 
            if (din)
                out_buf <= ~out_buf;                 
            last_din <= din;
            odevity  <= 0;
        end
    end
    assign dout  = (enable) ? out_buf   : 'bz;
    assign ready = (enable) ? ready_buf : 'bz;
    initial begin
        out_buf = 0;
    end
endmodule
[run.sh]
#!/bin/bash
# OpenROAD 26Q1-2900-gdf79404cd8, Yosys 0.63+post, stock flow scripts
make -C /OpenROAD-flow-scripts/flow DESIGN_CONFIG=/design/flow/config.mk WORK_HOME=/design/flow/orfs finish
==> flow_summary_export.csv <==
group,metric,value,unit
run_status,status,"completed",
pwr,switching_power,0.0000676,W
synth,topCellsByArea,"dfxtp_1 55%, mux2i_1 9.2%, nand2_1 6.9%",
synth,ys_cells,11,
timing,fin_crit,1.09,ns
synth,ys.flop_type,"dfxtp_1",
setup_path,crit_fanout,2,
timing,max_freq,918,MHz
routing,dr.pass1.iters,2,
setup_path,worst_setup_path_start_kind,"register",
pwr,switching_share,19.7,%
global_route,grt_max_degree,4,
timing,finalMaxSlewViolations,0,
timing,relSlewSlack,91.6,%
routing,avgViaCountPerCell,1.58,
floorplanning,die-area,0.00640,mm²
synth,top_cell,"dfxtp_1",
setup_path,crit_chain,"or3_4, and3_4, o21a_1",
clocking,path_clk_slew,0.04,ns
setup_path,worst-path-buf-inv,0,
place,io_buffers,3,
synth,synthCells,11,
synth,edf_count,0,
timing,rsz0062_at_grt,"yes",
floorplanning,die_width,80,µm
floorplanning,core_area,0.00342,mm²
global_route,grt_util_all_layers,1.02,%
pwr,p_per_area,1440,mW/mm²
floorplanning,ios,5,
synth,common_cells,"3 x dfxtp_1, 2 x nand2_1",
floorplanning,initial_core_util,3.19,%
timing,worst_hold_slack,0.392,ns
synth,synthArstFlopShare,0,%
global_route,grt_pass1_vias,108,
pwr,intPower,0.000275,W
setup_path,crit_required,1.22,ns
job,max_cap_violations,0,
pwr,peakVddDrop,0.000138,V
routing,drc_errors,0,
clocking,cts_buffer_depth,2,
clocking,cts_made_buffers,3,
place,gp_congestion,0.603,
floorplanning,rows,21,
synth,yosysChipArea,109,µm²
pwr,p_clk_share,54.9,%
synth,syn_area,109,µm²
global_route,antenna_found_initial,0,
routing,wl,296,µm
floorplanning,die_height,80,µm
setup_path,crit_type,"reg2reg",
final_layout,drive_above_1_share,31.6,%
setup_path,crit_path_top_delay_cell,"or3_4",
timing,final-setup-viol-count,0,
synth,synthMuxAreaShare,9.20,%
timing,worst_pin_slew,0.123,ns
synth,yosysTopAreaCellShare,55.2,%
synth,synth.avg_cell_area,9.90,µm²
routing,drt-wirelength-per-cell,4.55,µm
synth,yosys.area_share.adder,0,%
timing,post-route-period-util,99.1,%
synth,aoi_share,11.5,%
clocking,htree_levels,1,
synth,ys_seq_share,55.2,%
clocking,tritoncts,"done",
synth,top_logic_kind,"simple AND/OR/NAND/NOR gates",
routing,antennaDiodeCount,0,
min_path,hold_class,"in2reg",
clocking,cts_hold_buffers,0,
routing,drt_iter0_markers,3,
timing,hold_violations,0,
synth,xor_share,0,%
pwr,power_frac_seq,35.4,%
setup_path,cp_slowest_stage_delay,0.38,ns
routing,route.vias.total,103,
setup_path,end_kind,"register",
clocking,cts_num_sinks,3,
timing,skew,0.00189,ns
pwr,cellLeakagePower,0.0825,nW
timing,setup-tns-final,0,ns
global_route,grt-ovfl-total,0,
synth,ys.flops,3,
clocking,clk_latency,0.23,ns
setup_path,path_delay_family,"simple AND/OR/NAND/NOR gates",
synth,ys_types,8,
synth,simple_gate_share,24.1,%
synth,top_area_cell,"dfxtp_1",
final_layout,fillCellCount,413,
clocking,root_buffer,"clkbuf_4",
routing,drtAntennaViolNets,0,
job,warnings,27,
final_layout,syn2layout_area_growth,118,%
global_route,grt_pass1_wl,455,µm
pwr,pwr-share-comb,9.7,%
setup_path,worstPathArrival,1.21,ns
clocking,cts_setup_buffers,0,
synth,synth-warning-count,4,
state kept, by name, indices dropped and copies added (netlist names):
name,count
out_buf,1
last_din,1
odevity,1
repair_timing:
| action | 4_1_cts | 5_1_grt |
|---|---|---|
| resized | 2 | 2 |
| endpoints found under the hold margin | 0 | 0 |
| cloned | 0 | 0 |
| pin swaps | 2 | 0 |
| setup endpoints to repair | 2 | 1 |
per-stage QoR:
step                area [µm²]  total power (W)  utilization, %  std cells  setup slack [ns]
finish                     238         0.000343            6.96         65            0.0103
global route               238         0.000372            6.96         65           -0.0110
CTS                        228         0.000351            6.67         65            0.0144
detailed placement         204         0.000156            5.97         61            -0.373
global placement           204         0.000155            5.97         61            -0.368
floorplan                  109         0.000135               -         11            0.0216
cell families after synthesis:
| group | count (synthesis) |
|---|---|
| AND-OR/OR-AND | 2 |
| flip-flops | 3 |
| multiplexers | 1 |
| AND/OR/NAND/NOR | 5 |
worst min-delay path, cell delays in order:
cell and delay [ns]:
dlygate4sd2_1 0.23, mux2i_1 0.08, nand2_1 0.06
metal layers:
layer / GRT usage [%] / part of all wire [%]
met5: 0 / 0
met4: 0.704 / 2.0
met3: 1.36 / 14
met2: 1.28 / 47
met1: 0.795 / 37
power groups by stage:
| stage | registers [W] | clock network (W) | logic (W) |
|---|---|---|---|
| 6_report | 0.000121 | 0.000188 | 0.0000333 |
| 5_1_grt | 0.000122 | 0.000212 | 0.0000378 |
| 4_1_cts | 0.000121 | 0.000200 | 0.0000304 |
worst paths after layout:
| kind | end | cells past startpoint | startpoint | slack [ns] |
|---|---|---|---|---|
| setup / recovery | out_buf | 3 | last_din | 0.01 |
| hold / removal | last_din | 3 | din | 0.39 |
| setup reg to reg | out_buf | 3 | last_din | 0.01 |
| hold reg to reg | last_din | 2 | last_din | 0.48 |
area by class of cell:
class	instances	area [µm²]	area share, %
well taps	46	57.6	24.2
repair buffers	4	35.0	14.7
clock buffers	4	26.3	11.1
flip-flops and latches	3	60.1	25.3
multi-input cells	8	58.8	24.7
layout by cell type, fill, tap and decap left out:
master / Yosys / routed
a21oi_1: 1 / 1
and3_4: 0 / 1
buf_4: 0 / 1
clkbuf_1: 0 / 1
clkbuf_4: 0 / 3
clkdlybuf4s50_1: 0 / 1
dfxtp_1: 3 / 3
dlygate4sd2_1: 0 / 2
mux2i_1: 1 / 1
nand2_1: 2 / 2
nor2b_1: 1 / 1
o21a_1: 1 / 1
or3_4: 0 / 1
Power and IR drop assume default switching activity.
