===== /design/flow/design.v =====
module miller_decoder (
    input  clk2x, din, enable,
    output dout, error
);   
    reg[3:0] fifo;
    reg syn_flg, dout_buf;
    reg clk1x;   
    always @(posedge clk2x)
    begin 
        fifo <= {fifo[2], fifo[1], fifo[0], din};        
        if (fifo[1:0] == 2'b10)
            syn_flg <= 1; 
        else if ((fifo == 4'b1111) || (fifo == 4'b0000))
            syn_flg <= 0;
    end
    always @(posedge clk2x)
    begin
        if (syn_flg)
            clk1x <= ~clk1x;
        else
            clk1x <= 0;
    end
    always @(posedge clk1x)
    begin
        if ((fifo[1:0] == 2'b00) || (fifo[1:0] == 2'b11))
            dout_buf  <= 0;
        else 
            dout_buf  <= 1;         
    end
    assign error = (enable) ? !syn_flg  : 'bz;
    assign dout  = (enable) ? dout_buf  : 'bz;
endmodule

===== /design/flow/run.sh =====
#!/bin/bash
# OpenROAD 26Q1-2900-gdf79404cd8, Yosys 0.63+post, stock flow scripts
make -C /OpenROAD-flow-scripts/flow DESIGN_CONFIG=/design/flow/config.mk WORK_HOME=/design/flow/orfs finish

===== /design/flow/config.mk =====
export PLATFORM = sky130hd
export DESIGN_NAME = miller_decoder
export DESIGN_NICKNAME = miller_decoder
export VERILOG_FILES = /design/flow/design.v
export SDC_FILE = /design/flow/constraint.sdc
export NUM_CORES = 4
export LEC_CHECK = 1
export CORE_AREA = 10 10 70 70
export DIE_AREA = 0 0 80 80

===== /design/flow/constraint.sdc =====
current_design miller_decoder

set clk_period 1.1
set clk_io_pct 0.2

create_clock -name clk0 -period $clk_period [get_ports {clk2x}]

set non_clock_inputs [all_inputs -no_clocks]
set_input_delay [expr $clk_period * $clk_io_pct] -clock clk0 $non_clock_inputs
set_output_delay [expr $clk_period * $clk_io_pct] -clock clk0 [all_outputs]

==> flow_metrics.tcl <==
# implementation run metrics
set metrics [dict create \
    maxSlewHeadroom_pct 94.27 \
    drt_wl_total_um 351 \
    numPortBuffers 3 \
    yosys_area_um2 215.2 \
    syn_area_um2 215.2 \
    top_cells_by_area "dfxtp_1 (65%), ha_1 (17%), inv_1 (5.2%), a31o_1 (4.1%), or3b_1 (4.1%)" \
    status "finished with violations" \
    path_cells "inv_2 > ha_1 > or3b_1 > a31o_1" \
    min_path_type "flip-flop to flip-flop" \
    ys_types 7 \
    fmax_mhz 886.8 \
    rsz0062_at_grt "yes" \
    unclocked_regs 1 \
    top_area_share_pct 65.12 \
    crit_buf_inv 1 \
    ys_warn_count 3 \
    antenna_cells_inserted 0 \
    clkTransAtPathRegs_ps 40 \
    cts_tree "built" \
    drtIter0Drc 1 \
    violations "negative setup slack" \
    warnings 30 \
    firstDrtPassIters 2 \
    io_pins 5 \
    ys.flops 7 \
    layout_setup_ws_ps -27.61 \
    crit_type "flip-flop to flip-flop" \
    synth_seq_share_pct 65.12 \
    drc 0 \
    cpLargestDelayFamily "simple AND/OR/NAND/NOR gates" \
    die_w_um 80 \
    core.rowCount 21 \
    drv_cap 0 \
    untimed_endpoints 2 \
    dpl.cell_count 69 \
    hpwlAfterDp_um 285.6 \
    arrival_ps 1260 \
    numCtsBuffers 3 \
    overflow 0 \
    maxSlewViolCount 0 \
    synth_top_cell_by_area "dfxtp_1" \
    report.final.hold_viol_count 0 \
    avgViaCountPerCell 1.917 \
    fin_crit_sh_pct 102.5 \
    instances_no_fill 72 \
    finalSetupTns_ps -27.61 \
    gr-usage-all-layers_pct 1.324 \
    cp.required_ps 1230 \
    detail-route-antenna-nets 0 \
    slowest_delay_ps 340 \
    p_leak_nw 0.1485 \
    coreArea_um2 3416 \
    antenna_found_initial 0 \
    vias 138 \
    power_density_nw_per_um2 1455 \
    grt_max_degree 4 \
    setup_viol 1 \
    start_kind "flip-flop" \
    grt_pass1_wl_um 621 \
    wl_per_cell_um 4.875 \
    cts-root-buf "clkbuf_4" \
    ir_drop_v 0.0004238 \
    grt_pass1_vias 156 \
    syn_avg_cell_area_um2 12.66 \
    skew_ps 2.061 \
    htreeDepth 1 \
    area_delta_synth_final_pct 61.63 \
    yosysCellCount 17 \
    worst_slew_pin_slew_ps 85.81 \
    post-route-min-period_ps 1128 \
    worstPathMaxFanout 2 \
    whs_ps 368.2 \
    fp_util_pct 6.300 \
    routabilityCongestion 0.6725 \
    die_height_um 80 \
    clockBufferDepth 2 \
    chipArea_um2 6400 \
    worstSetupEndpointType "flip-flop" \
    clkLatencyLatePin_ps 240 \
    drive_above_1_share_pct 30.77 \
    syn_inst 17 \
    fin_util_pct 10.18 \
    crit_slowest_cell "or3b_1" \
]
[stage by stage]
stage	setup slack (ps)	power [mW]	area (um2)
floorplan	2.148	0.2822	215.2
global placement	1.867	0.3157	325.3
detailed placement	-48.95	0.3191	325.3
CTS	-43.22	0.5211	347.8
global route	-83.15	0.5425	347.8
finish	-27.61	0.5061	347.8
[worst reg2reg max path: stages, from the launching register on]
cell and delay (ps):
dfxtp_2 320, inv_2 50, ha_1 130, or3b_1 340
a31o_1 170
[synthesized netlist by cell type, drive strengths merged]
| library cell | count |
|---|---|
| dfxtp | 7 |
| ha | 3 |
| inv | 3 |
| a31o | 1 |
| nand3 | 1 |
| nor2 | 1 |
| or3b | 1 |
[report_power, final]
group | leakage, nW | switching [mW] | internal, mW | total (mW)
logic | 0.0757 | 0.0146 | 0.0305 | 0.0451
registers | 0.0590 | 0.0120 | 0.255 | 0.267
clock network | 0.0138 | 0.0712 | 0.123 | 0.194
total | 0.149 | 0.0978 | 0.408 | 0.506
[worst paths after layout]
kind,depth (start not counted),to,startpoint,slack (ps)
worst max-delay path,4,syn_flg,fifo[0],-30
worst min register to register,0,fifo[3],fifo[2],370
worst max register to register,4,syn_flg,fifo[0],-30
worst min-delay path,0,fifo[3],fifo[2],370
[per-layer routing]
layer	routed length, um	vias to the layer above	GRT usage (%)
met5	0	-	0
met4	0	0	0.3521
met3	66	0	1.932
met2	100	8	1.445
met1	184	59	1.340
li1	-	71	-
[cell type report]
class,count,area (um2)
Inverter,3,11.26
Fill cell,402,3068
Timing Repair Buffer,6,51.30
Clock buffer,3,22.52
Sequential cell,7,141.4
Tap cell,46,57.56
Multi-Input combinational cell,7,63.81
[sequential cells by signal, summed over array words and instances (netlist names)]
signal	cells
dout_buf	1
fifo	4
syn_flg	1
clk1x	1
[kinds of logic after synthesis]
family,after synthesis,share of synthesized area [%]
AOI/OAI and AO/OA,1,4.071
adders and majority gates,3,17.44
and+or+nand+nor,3,8.136
buffers and inverters,3,5.232
DFF,7,65.11
[repair_timing]
action                     4_1_cts  5_1_grt
hold endpoints to repair         0        0
buffers inserted                 0        0
gates resized                    3        0
hold buffers                     0        0
setup endpoints to repair        2        2
[placed cells by master (no fill, tap or decap)]
master / Yosys / routed
clkbuf_4: 0 / 3
dfxtp_2: 0 / 1
or3b_1: 1 / 1
dlygate4sd2_1: 0 / 1
nor2_1: 1 / 1
clkdlybuf4s50_1: 0 / 2
inv_1: 3 / 2
a31o_1: 1 / 1
buf_4: 0 / 3
dfxtp_1: 7 / 6
nand3_1: 1 / 1
inv_2: 0 / 1
ha_1: 3 / 3
Power figures rest on the tool's default switching activity, not on a simulated workload.
